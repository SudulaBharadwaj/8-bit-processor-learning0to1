--- ./run.sh ---
#!/bin/bash
# OpenROAD 26Q1-2900-gdf79404cd8, Yosys 0.63+post, stock flow scripts
make -C /OpenROAD-flow-scripts/flow DESIGN_CONFIG=/design/flow/config.mk WORK_HOME=/design/flow/orfs finish
--- ./config.mk ---
export PLATFORM = sky130hd
export DESIGN_NAME = dummy_clk
export DESIGN_NICKNAME = dummy_clk
export VERILOG_FILES = /design/flow/design.v
export SDC_FILE = /design/flow/constraint.sdc
export NUM_CORES = 4
export LEC_CHECK = 1
export CORE_AREA = 10 10 98 98
export DIE_AREA = 0 0 108 108
--- ./constraint.sdc ---
current_design dummy_clk

set clk_period 5.8
set clk_io_pct 0.2

create_clock -name clk0 -period $clk_period [get_ports {clk}]

set non_clock_inputs [all_inputs -no_clocks]
set_input_delay [expr $clk_period * $clk_io_pct] -clock clk0 $non_clock_inputs
set_output_delay [expr $clk_period * $clk_io_pct] -clock clk0 [all_outputs]
--- ./design.v ---
`timescale 1ns / 1ps
module dummy_clk(
    input clk,           
    output reg dclk=0    
    );                   
    integer counter=0; 
    always@(posedge clk)
    begin
       if(counter<=7999999)   
         begin
         dclk<=1;                
         counter <= counter+1;
         end
       else if (counter> 7999999 && counter < 10000000)  
         begin
            counter <= counter+1;
            dclk <=0;             
         end
         else 
             counter=0;
    end
endmodule
==> out/metrics.yaml <==
critical-path-slowest-cell: "clkdlybuf4s50_1"
worstPathBufferInverterCount: 1
post_dr_wirelength_cell_um: 9.575
fp.dieArea_um2: 11660
most_common_flop_cell_mapped_by_yosys: "dfxtp_1"
max_clock_freq_ghz: 0.4484
synth_area_per_cell_um2: 8.799
switchingPower_uw: 77.70
tool_warnings: 25
worst_ep_required_ns: 4.64
synthesis.yosys.warnings: 1
htree_levels: 2
ioPinCount: 2
gp_routability_congestion: 0.8068
most_area_hungry_cell_type_in_the_yosys_netlist: "dfxtp_1"
fp_util_pct: 21.17
grt.overflow.total: 0
count_of_input_and_output_buffers: 1
synthesis.instances: 184
drive_gt1_share_pct: 7.104
grt_pass1_wl_um: 5168
yosys.stat.chipArea_um2: 1619
core.rowCount: 32
post-cts-setup-buffer-count: 0
start_kind: "flip-flop"
first_global_vias: 1147
placed_area_um2: 1684
numPlacedInstances: 278
globalRouteTotalUtil_pct: 5.164
worst_hold_path_stage_count: 1
reg2reg_setup_slack_ns: 3.69
cts_tree: "built"
post_drt_via_cell_ratio: 4.137
synth_stat.cells: 184
wl_um: 2729
async_s_r_ff_share_synth_pct: 0
cpPeakStageDelay_ns: 0.47
netlist_area_um2: 1619
grt_start_max_net_pins: 32
detail_route.antenna_diodes: 0
core-area_um2: 7647
numCtsBuffers: 5
worstPathCellList: "clkdlybuf4s50_1"
timing.final.setup_violations: 0
internal_power_uw: 320.6
fill_cells: 816
clockRootBuffer: "clkbuf_8"
hold_ws_ns: 0.4668
slew_violations: 0
area_delta_synth_final_pct: 9.351
netlist.area_leader.share_pct: 40.80
max-slew-margin-rel_pct: 43.65
power_per_cell_area_nw_per_um2: 225.0
worst_path_top_cell_family_by_delay: "buffers and inverters"
post-route-util_pct: 23.15
synth_cell_types: 34
die.size.y_um: 108
hp-class: "reg2reg"
setup.worst_path.end_class: "primary output"
die_w_um: 108
antenna_found_initial: 0
worst_r2r_path_depth: 5
clock_tree.buffer_depth: 2
final_hold_fails: 0
worst_setup_hold_path_clk_slew_ns: 0.06
worst_skew_pair.late_latency_ns: 0.28
cts_hold_buffers: 0
power_frac_comb_pct: 0
grt_setup_unrepaired: "false"
firstDrtPassIters: 4
run_status: "finished, final reports clean"
route.antenna.remaining_nets: 0
clkPwrFrac_pct: 43.1
design_area_um2: 1770
enable_flop_cells: 0
post-dp-hpwl_um: 1885
residual_drc_count: 0
fin_skew_ns: 0.004950
post_cts_resized: 0
worstMarginPinSlew_ns: 0.8453
drv_cap: 0
finalClockPeriodUsage_pct: 38.45
worstSetupPathDepth: 1
post-route-min-period_ns: 2.230
numSynthFlops: 33
most_common_cell: "nor2_1"
synthTopCellsByCount: "nor2_1, dfxtp_1, xor2_1"
crit_path_max_fanout: 2
initialDrtViolationCount: 64
finalSetupTns_ns: 0
max-vdd-ir-drop_mv: 0.1188
worst_ep_arrival_time_ns: 1.07
route.vias.total: 1179
swShare_pct: 19.51
seq_area_frac_synth_pct: 40.80
crit_type: "reg2out"
final-instance-count-excl-fill: 285
synth.area.top_cells: "dfxtp_1, xor2_1, nor2_1"
cts.sink_count: 33
sequential_fraction_of_design_power_pct: 56.9
static-leakage-power_nw: 0.6854
-- metrics by stage --
step / worst slack (ns) / total power [mW]
final: 3.570 / 0.3983
after global routing: 3.492 / 0.4151
after CTS: 3.550 / 0.4021
after detailed placement: 3.685 / 0.2317
after global placement: 3.718 / 0.2317
after floorplan: 4.091 / 0.2317
-- worst paths after layout --
kind | end | start
worst max-delay path | dclk | dclk
worst min-delay path | counter[0] | counter[0]
worst max register to register | counter[11] | counter[8]
worst min register to register | counter[0] | counter[0]
-- logic make-up (layout without fill, tap and decap cells) --
logic type / Yosys count / in the layout / synth area share, %
xor gates and xnor gates: 29 / 29 / 15.69
DFF: 33 / 33 / 40.80
adders and majority gates: 1 / 1 / 0.7727
buffers and inverters: 13 / 12 / 5.409
AOI/OAI and AO/OA: 11 / 11 / 6.491
and+or+nand+nor: 97 / 97 / 30.84
-- registers in the layout (all words and copies together) (netlist names) --
name / cells
counter: 32
dclk: 1
-- power groups by stage --
stage / Clock, mW / Combinational (mW) / Sequential, mW
CTS: 0.176 / 0.000000375 / 0.227
finish: 0.172 / 0.000000375 / 0.227
global route: 0.189 / 0.000000375 / 0.226
-- routing by layer --
| layer | up-vias | share of wire, % | track usage (%) |
|---|---|---|---|
| li1 | 624 | - | - |
| met1 | 547 | 54 | 7.554 |
| met2 | 5 | 43 | 7.759 |
| met3 | 3 | 2.8 | 1.205 |
| met4 | 0 | 0.62 | 0.7634 |
| met5 | - | 0 | 0 |
-- cell usage in the layout, fill, tap and decap left out, types with 2 or more instances in the layout --
cell type / count
nor2_1: 41
a2111o_1: 2
nand2_1: 10
nor4_4: 2
nand3_1: 15
inv_1: 4
dfxtp_1: 33
xnor2_1: 9
clkbuf_8: 6
nand4_1: 10
xor2_1: 20
nor3_1: 3
nor4_1: 5
and3_1: 4
-- area by class of cell --
| type | instances | area (um2) | share of cell area (%) |
|---|---|---|---|
| Multi-Input combinational cell | 138 | 870.8 | 49.19 |
| Inverter | 4 | 15.01 | 0.8481 |
| Timing Repair Buffer | 1 | 10.01 | 0.5654 |
| Sequential cell | 33 | 660.6 | 37.31 |
| Clock buffer | 7 | 86.33 | 4.876 |
| Tap cell | 102 | 127.6 | 7.208 |
Power is estimated from default activity; no workload was simulated.
